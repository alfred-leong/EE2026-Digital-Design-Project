$ cat config.mk
export PLATFORM = sky130hd
export DESIGN_NAME = draw
export DESIGN_NICKNAME = draw
export VERILOG_FILES = /design/flow/design.v
export SDC_FILE = /design/flow/constraint.sdc
export NUM_CORES = 4
export LEC_CHECK = 1
export CORE_UTILIZATION = 30
$ cat constraint.sdc
current_design draw

set clk_period 11.5
set clk_io_pct 0.2

create_clock -name clk0 -period $clk_period [get_ports {CLOCK}]

set non_clock_inputs [all_inputs -no_clocks]
set_input_delay [expr $clk_period * $clk_io_pct] -clock clk0 $non_clock_inputs
set_output_delay [expr $clk_period * $clk_io_pct] -clock clk0 [all_outputs]
$ cat design.v
`timescale 1ns / 1ps
module colourpalette(
    input [12:0] pixel_index, 
    input CLOCK, sw13, sw14, btnR, btnL,
    input [15:0] curr_pixel_oled,
    output reg [15:0] oled_data,
    output [15:0] selected_colour 
    );
     parameter BLACK = 16'b0;
     parameter WHITE = ~BLACK;
     parameter LIGHT_YELLOW = 16'b11111_111111_10011;     
     parameter YELLOW1 = 16'b11111_111111_01101;       
     parameter DARK_YELLOW = 16'b11001_110011_00000;         
     parameter BEIGE = 16'b1111111011010011;
     parameter ORANGE = 16'b11111_101010_00110;
     parameter BROWN = 16'b11000_010010_00000;
     parameter RED = 16'b11111_000000_00000;
     parameter PURPLE = 16'b11001_011010_11101;
     parameter TURQUOISE = 16'b00010_110000_11001;
     parameter BLUE = 16'b00101_011010_11000;
     parameter GREEN = 16'b00001_100100_01010;
     parameter LIGHT_GREEN = 16'b01110_110100_00111;
     parameter YELLOW = 16'b11111_111110_01011;
     parameter DARK_GREY = 16'b01111_11110_01111;
     parameter GREY = 16'b11000_110000_11000;
    reg [3:0] state = 0;
    wire [7:0] x = pixel_index % 96;
    wire [7:0] y = pixel_index / 96;
    assign selected_colour = (state == 0) ? BLACK :
                             (state == 1) ? BEIGE :
                             (state == 2) ? ORANGE:
                             (state == 3) ? BROWN:
                             (state == 4) ? RED:
                             (state == 5) ? PURPLE:
                             (state == 6) ? TURQUOISE:
                             (state == 7) ? BLUE:
                             (state == 8) ? GREEN:
                             (state == 9) ? LIGHT_GREEN:
                             (state == 10) ? YELLOW:
                             (state == 11) ? DARK_GREY:
                             GREY;
    wire [15:0] colourmenudisp [0:12];
    wire [12:0] box;
    assign box[0] = ((x >= 3 && x <= 8 && (y == 56 || y == 61)) || (x == 3 || x == 8) && y >= 56 && y <= 61);
    assign box[1] = ((x >= 10 && x <= 15 && (y == 56 || y == 61)) || (x == 10 || x == 15) && y >= 56 && y <= 61);
    assign box[2] = ((x >= 17 && x <= 22 && (y == 56 || y == 61)) || (x == 17 || x == 22) && y >= 56 && y <= 61);
    assign box[3] = ((x >= 24 && x <= 29 && (y == 56 || y == 61)) || (x == 24 || x == 29) && y >= 56 && y <= 61);
    assign box[4] = ((x >= 31 && x <= 36 && (y == 56 || y == 61)) || (x == 31 || x == 36) && y >= 56 && y <= 61);
    assign box[5] = ((x >= 38 && x <= 43 && (y == 56 || y == 61)) || (x == 38 || x == 43) && y >= 56 && y <= 61);
    assign box[6] = ((x >= 45 && x <= 50 && (y == 56 || y == 61)) || (x == 45 || x == 50) && y >= 56 && y <= 61);
    assign box[7] = ((x >= 52 && x <= 57 && (y == 56 || y == 61)) || (x == 52 || x == 57) && y >= 56 && y <= 61);
    assign box[8] = ((x >= 59 && x <= 64 && (y == 56 || y == 61)) || (x == 59 || x == 64) && y >= 56 && y <= 61);
    assign box[9] = ((x >= 66 && x <= 71 && (y == 56 || y == 61)) || (x == 66 || x == 71) && y >= 56 && y <= 61);
    assign box[10] = ((x >= 73 && x <= 78 && (y == 56 || y == 61)) || (x == 73 || x == 78) && y >= 56 && y <= 61);
    assign box[11] = ((x >= 80 && x <= 85 && (y == 56 || y == 61)) || (x == 80 || x == 85) && y >= 56 && y <= 61);
    assign box[12] = ((x >= 87 && x <= 92 && (y == 56 || y == 61)) || (x == 87 || x == 92) && y >= 56 && y <= 61);
    wire bigbox;
    assign bigbox = ((x >= 0 && x <= 95 && (y == 54 || y == 63)) || ((x == 0 || x == 95) && y >= 54 && y <= 63));
    wire [12:0] colour;
    assign colour[0] = (x >= 5 && x <= 6 && y >= 58 && y <= 59);
    assign colour[1] = (x >= 12 && x <= 13 && y >= 58 && y <= 59);
    assign colour[2] = (x >= 19 && x <= 20 && y >= 58 && y <= 59);
    assign colour[3] = (x >= 26 && x <= 27 && y >= 58 && y <= 59);
    assign colour[4] = (x >= 33 && x <= 34 && y >= 58 && y <= 59); 
    assign colour[5] = (x >= 40 && x <= 41 && y >= 58 && y <= 59);
    assign colour[6] = (x >= 47 && x <= 48 && y >= 58 && y <= 59);
    assign colour[7] = (x >= 54 && x <= 55 && y >= 58 && y <= 59);
    assign colour[8] = (x >= 61 && x <= 62 && y >= 58 && y <= 59);
    assign colour[9] = (x >= 68 && x <= 69 && y >= 58 && y <= 59);
    assign colour[10] = (x >= 75 && x <= 76 && y >= 58 && y <= 59);
    assign colour[11] = (x >= 82 && x <= 83 && y >= 58 && y <= 59);
    assign colour[12] = (x >= 89 && x <= 90 && y >= 58 && y <= 59);
    assign colourmenudisp[0] = bigbox || colour[0] || colour[1] || colour[2] || colour[3] || colour[4] || colour[5] ||
                               colour[6] || colour[7] || colour[8] || colour[9] || colour[10] || colour[11] || colour[12] ||
                               box[0];
    assign colourmenudisp[1] = bigbox || colour[0] || colour[1] || colour[2] || colour[3] || colour[4] || colour[5] ||
                               colour[6] || colour[7] || colour[8] || colour[9] || colour[10] || colour[11] || colour[12] ||
                               box[1];
    assign colourmenudisp[2] = bigbox || colour[0] || colour[1] || colour[2] || colour[3] || colour[4] || colour[5] ||
                               colour[6] || colour[7] || colour[8] || colour[9] || colour[10] || colour[11] || colour[12] ||
                               box[2];
    assign colourmenudisp[3] = bigbox || colour[0] || colour[1] || colour[2] || colour[3] || colour[4] || colour[5] ||
                               colour[6] || colour[7] || colour[8] || colour[9] || colour[10] || colour[11] || colour[12] ||
                               box[3];                          
    assign colourmenudisp[4] = bigbox || colour[0] || colour[1] || colour[2] || colour[3] || colour[4] || colour[5] ||
                               colour[6] || colour[7] || colour[8] || colour[9] || colour[10] || colour[11] || colour[12] ||
                               box[4];                           
    assign colourmenudisp[5] = bigbox || colour[0] || colour[1] || colour[2] || colour[3] || colour[4] || colour[5] ||
                               colour[6] || colour[7] || colour[8] || colour[9] || colour[10] || colour[11] || colour[12] ||
                               box[5];
    assign colourmenudisp[6] = bigbox || colour[0] || colour[1] || colour[2] || colour[3] || colour[4] || colour[5] ||
                               colour[6] || colour[7] || colour[8] || colour[9] || colour[10] || colour[11] || colour[12] ||
                               box[6];                         
    assign colourmenudisp[7] = bigbox || colour[0] || colour[1] || colour[2] || colour[3] || colour[4] || colour[5] ||
                               colour[6] || colour[7] || colour[8] || colour[9] || colour[10] || colour[11] || colour[12] ||
                               box[7];
    assign colourmenudisp[8] = bigbox || colour[0] || colour[1] || colour[2] || colour[3] || colour[4] || colour[5] ||
                               colour[6] || colour[7] || colour[8] || colour[9] || colour[10] || colour[11] || colour[12] ||
                               box[8];
    assign colourmenudisp[9] = bigbox || colour[0] || colour[1] || colour[2] || colour[3] || colour[4] || colour[5] ||
                               colour[6] || colour[7] || colour[8] || colour[9] || colour[10] || colour[11] || colour[12] ||
                               box[9];
    assign colourmenudisp[10] = bigbox || colour[0] || colour[1] || colour[2] || colour[3] || colour[4] || colour[5] ||
                               colour[6] || colour[7] || colour[8] || colour[9] || colour[10] || colour[11] || colour[12] ||
                               box[10];                                                           
    assign colourmenudisp[11] = bigbox || colour[0] || colour[1] || colour[2] || colour[3] || colour[4] || colour[5] ||
                               colour[6] || colour[7] || colour[8] || colour[9] || colour[10] || colour[11] || colour[12] ||
                               box[11];                                                          
    assign colourmenudisp[12] = bigbox || colour[0] || colour[1] || colour[2] || colour[3] || colour[4] || colour[5] ||
                               colour[6] || colour[7] || colour[8] || colour[9] || colour[10] || colour[11] || colour[12] ||
                               box[12];                                                          
    reg pressed = 0;
    reg [26:0] count = 0;
    always @(posedge CLOCK) begin
        if (pressed == 1) begin
            count <= (count == 24999999) ? 0 : count + 1;
            pressed <= (count == 24999999) ? 0 : 1;
        end
        if (btnR && state != 12 && pressed == 0 && sw13) begin
            state <= state + 1;
            pressed <= 1;
        end
        else if (btnL && state != 0 && pressed == 0 && sw13) begin
            state <= state - 1;
            pressed <= 1;
        end
    end
    always @(*) begin
        if (sw13 && sw14) begin
        if (colourmenudisp[state]) begin
            if (bigbox)
                oled_data <= BLACK;
            else if (box[0] || box[1] || box[2] || box[3] || box[4] || box[5] || box[6] || box[7] || box[8] || box[9] || box[10] || box[11] || box[12])
                oled_data <= RED; 
            else if (colour[0])
                oled_data <= BLACK;
            else if (colour[1])
                oled_data <= BEIGE;
            else if (colour[2])
                oled_data <= ORANGE;
            else if (colour[3])
                oled_data <= BROWN;
            else if (colour[4])
                oled_data <= RED;
            else if (colour[5])
                oled_data <= PURPLE;
            else if (colour[6])
                oled_data <= TURQUOISE;
            else if (colour[7])
                oled_data <= BLUE;
            else if (colour[8])
                oled_data <= GREEN;
            else if (colour[9])
                oled_data <= LIGHT_GREEN;
            else if (colour[10])
                oled_data <= YELLOW;
            else if (colour[11])
                oled_data <= DARK_GREY;
            else if (colour[12])
                oled_data <= GREY;
        end
        else
            oled_data <= curr_pixel_oled;    
        end
        else
            oled_data <= curr_pixel_oled;  
    end
endmodule
`timescale 1ns / 1ps
module draw(
    input btnC,
    input btnL,
    input btnR,
    input sw1, 
    input sw2,
    input sw13,
    input sw14,
    input sw15,
    input [15:0] curr_pixel_colour, 
    input [12:0] pixel_index, 
    input [7:0] curr_pixel_x, 
    input [7:0] curr_pixel_y,
    input CLOCK,
    output [15:0] oled_data, 
    output [15:0] cursor_data,
    output reg changed = 0,
    input [15:0] background_data,
    input sw6,
    input sw7
    );
    parameter NEON_GREEN = 16'b00111_111111_00010;
    reg [15:0] cursor_data_holder = 0;
    reg [15:0] oled_data_holder = 0;
    reg old_colour_state = 0;
    wire [15:0] colour_palette_oled_data;
    wire [15:0] selected_colour;
    wire [7:0] x = pixel_index % 96;
    wire [7:0] y = pixel_index / 96;
    reg[22:0] count = 0;
    reg onesec = 0;
    reg pressed = 0;
    reg [22:0] pressed_count = 0;
    colourpalette colour_selection(pixel_index,CLOCK, sw13, sw14, btnR, btnL,curr_pixel_colour,colour_palette_oled_data,selected_colour);
    assign cursor_data = (sw13) ? colour_palette_oled_data : cursor_data_holder;
    assign oled_data = (sw13) ? colour_palette_oled_data : oled_data_holder; 
    always @(posedge CLOCK) begin
        count <= (count == 99999999) ? 0 : count + 1;
        onesec <= (count == 99999999) ? ~onesec : onesec;
        pressed_count <= (pressed_count == 499) ? 0 : pressed_count+1;
        if (pressed)begin
            pressed <= (pressed_count == 0) ? 0 : 1;
        end
        if (curr_pixel_x == x && curr_pixel_y == y)
                        cursor_data_holder <= NEON_GREEN;
                    else if (curr_pixel_x + 1 == x && curr_pixel_y == y)
                        cursor_data_holder <= NEON_GREEN;
                    else if (curr_pixel_x == x && curr_pixel_y + 1 == y)
                        cursor_data_holder <= NEON_GREEN;
                    else if (curr_pixel_x + 1 == x && curr_pixel_y + 1 == y)
                        cursor_data_holder <= NEON_GREEN;
                    else
                        cursor_data_holder <= curr_pixel_colour;
        if (sw2 && !sw15) begin
            if (x == curr_pixel_x && y == curr_pixel_y) begin
                changed <= 1;
                oled_data_holder <= (sw1) ? (sw6 | sw7) ? background_data : 16'b1111111111111111:selected_colour;
            end
            else if (x == curr_pixel_x && y == curr_pixel_y + 1) begin
                changed <= 1;
                oled_data_holder <= (sw1) ? (sw6 | sw7) ? background_data : 16'b1111111111111111:selected_colour;
            end
            else begin
                oled_data_holder <= curr_pixel_colour;
                changed <= 0;
            end
        end
        else if (btnC & !pressed && !sw15) begin
            if (x == curr_pixel_x && y == curr_pixel_y) begin
                changed <= 1;
                pressed <= 1;
                oled_data_holder <= (sw1) ? 16'b1111111111111111:selected_colour;  
            end
            else if (!sw15) begin
                oled_data_holder <= curr_pixel_colour;
            end
        end
        else if (!sw15) begin
            changed <= 0;
            oled_data_holder <= curr_pixel_colour;
        end 
        else if (sw15 & (sw6 | sw7))begin
        changed <= 1;
        oled_data_holder <= background_data;
        end
        else if (sw15) begin
            changed <= 1;
            oled_data_holder <= 16'b1111111111111111;
        end
    end
endmodule
$ cat run.sh
#!/bin/bash
# OpenROAD 26Q1-2900-gdf79404cd8, Yosys 0.63+post, stock flow scripts
make -C /OpenROAD-flow-scripts/flow DESIGN_CONFIG=/design/flow/config.mk WORK_HOME=/design/flow/orfs finish
==> reports/results.ini <==
[run_status]
status = complete, no violations

[clock_tree]
clockRootBuffer = clkbuf_16
numCtsBuffers = 9
clock_latency_ns = 0.35
cts.clk_slew.worst_paths_ns = 0.07
hold_buffers = 0
clk_path_buf_depth = 2
cts_tree = built
cts_max_level = 3

[critical_path]
cp-start-kind = input port
crit_buf_inv = 2
critPathMaxStageDelay_ns = 0.81
cp-end-kind = primary output
path_max_fanout = 18
required_ns = 9.20
cp_top_family = simple AND/OR/NAND/NOR gates
arrival_ns = 8.66
critical_path_class = in -> out
cp_slowest_cell = clkdlybuf4s50_1
crit_top_cell = clkdlybuf4s50_1
worstPathCellList = clkdlybuf4s50_1, and3b_1, nor3_2, a21o_2, nand3_1, a32oi_4, a31oi_1, nor2_4, a2111o_1, o211ai_1, or4b_4, nor4_4, a31oi_4, mux2_2, dlxtn_1, nand2_1, o21ai_0, clkdlybuf4s50_1

[yosys]
ys_ff = 105
top_area_share_pct = 15.7
yosys.stat.chipArea_um2 = 9170
enable_flop_cells = 48
yosysTopAreaCell = edfxtp_1
area_leaders = edfxtp_1 (16%), dfxtp_1 (9.0%), nor2_1 (4.9%)
syn-mean-instance-area_um2 = 7.60
flop_cell = edfxtp_1
yosys_warnings = 2
syn_inst = 1206
top_cell = nor2_1
syn_area_um2 = 9170
ys_cells = 1206
ys_async_sr_fraction_pct = 0
common_cells = nor2_1 (119), nand2_1 (114), o21ai_0 (88)
ys_types = 97

[die]
die_height_um = 177
die_w_um = 177
floorplan.core_util_pct = 30.7
die_area_um2 = 31300
core-area_um2 = 29900
rows = 63
ios = 105

[grt]
grt_pass1_vias = 8737
antenna_found_initial = 0
grt_first_pass_wirelength_um = 48000
grt_use_total_pct = 19.7
grt-ovfl-total = 0
grt_max_degree = 51

[power]
vdd_ir_drop_max_v = 0.0000660
total_power_w = 0.000898
p_per_area_nw_per_um2 = 82.3
p_leak_nw = 4.10

[drt]
vias = 9378
dr.pass1.iters = 5
via_per_inst = 5.56
antenna_left = 0
insertedDiodeCount = 0
wl_um = 30100
drt_iter0_drc = 804
drc_errors = 0
wl_per_cell_um = 17.8

[place]
hpwl_um = 22600
gp_congestion = 0.938
port_buffers = 104

[sta]
finClkSkew_ns = 0.00908
tightest_slew_ns = 0.895
period_minus_slack_ns = 10.96
rsz0062_at_grt = false
finalHoldViolCount = 0
tns_ns = 0
max_freq_ghz = 0.0913
finalClockPeriodUsage_pct = 95.3
finalMaxSlewViolations = 0
setup_violations = 0
untimed_endpoints = 16
unclocked_regs = 16
max-slew-margin-rel_pct = 39.9

[min_path]
holdCritPathClass = reg -> reg

[run]
warning_count = 29
maxCapViolations = 0

[finish]
drive_gt1_share_pct = 7.09
fillCellCount = 3072
syn_to_final_growth_pct = 18.9

sequential cells by signal, indices dropped and copies added, names as in the netlist:
| signal | cells |
|---|---|
| changed | 1 |
| oled_data_holder | 16 |
| colour_selection.oled_data | 16 |
| pressed | 1 |
| pressed_count | 23 |
| colour_selection.pressed | 1 |
| cursor_data_holder | 16 |
| colour_selection.count | 27 |
| colour_selection.state | 4 |
cell usage in the layout, fill, tap and decap left out, drive strengths merged, types with 32 or more instances in the layout:
cell type,count
nor2,120
nand2,114
clkdlybuf4s50,101
o21ai,92
inv,68
nand3,56
a21oi,55
edfxtp,48
xnor2,42
dfxtp,41
nor3,38
conb,32
cell families after synthesis:
kind of cell,share of synthesized area (%)
buffers and inverters,6.56
multiplexers,3.03
AND/OR/NAND/NOR,29.1
adder cells (fa/ha/maj),1.47
AND-OR/OR-AND,25.9
other,0.0819
XOR/XNOR,6.59
flip-flops,24.7
latches,2.62
worst paths after layout:
path	cells past startpoint	slack, ns	startpoint	endpoint
worst min-delay path	2	0.46	pressed	pressed
worst min register to register	2	0.46	pressed	pressed
worst max-delay path	18	0.54	pixel_index[10]	cursor_data[0]
worst max register to register	10	8.75	colour_selection.state[0]	oled_data_holder[4]
routing by layer:
| metal | share of wire [%] | GRT usage [%] |
|---|---|---|
| met1 | 46 | 28.9 |
| met2 | 45 | 30.7 |
| met3 | 6.9 | 3.55 |
| met4 | 1.9 | 3.56 |
| met5 | 0 | 0 |
area by class of cell:
cell class | instances | area [um^2] | share of cell area, %
multi-input cells | 988 | 6230 | 57.1
flip-flops and latches | 105 | 2500 | 22.9
repair buffers | 122 | 1160 | 10.6
well taps | 390 | 488 | 4.47
inverters | 66 | 248 | 2.27
clock buffers | 9 | 225 | 2.07
clock inverters | 7 | 52.6 | 0.482
worst reg2reg max path: cells and delay by family, from the launching register on:
kind	cells	cell delay, ns
buffers and inverters	1	0.12
adders and majority gates	1	0.48
DFF	1	0.48
and+or+nand+nor	5	0.89
AOI/OAI and AO/OA	3	0.54
metrics by stage:
step                hold slack (ns)  instances  setup slack [ns]  instance area (um^2)  utilization, %
floorplan                     0.434       1236              2.23                  9280               -
global placement              0.461       1670            -0.344                 10600            35.5
detailed placement            0.456       1670            -0.335                 10600            35.5
CTS                           0.466       1687            0.0510                 10900            36.5
global route                  0.499       1687             0.238                 10900            36.5
finish                        0.462       1687             0.545                 10900            36.5
power breakdown:
part | switching (W) | internal [W] | leakage, nW
Clock | 0.000134 | 0.000148 | 0.126
Sequential | 0.00000279 | 0.000347 | 0.980
Combinational | 0.000159 | 0.000108 | 2.99
timing repair:
item	4_1_cts	5_1_grt
gates cloned	1	0
gates resized	6	4
setup buffers	0	0
setup endpoints to repair	32	32
hold endpoints to repair	0	0
pin swaps	1	0
Power and IR drop assume default switching activity.

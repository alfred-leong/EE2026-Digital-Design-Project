## run.sh

```bash
#!/bin/bash
# OpenROAD 26Q1-2900-gdf79404cd8, Yosys 0.63+post, stock flow scripts
make -C /OpenROAD-flow-scripts/flow DESIGN_CONFIG=/design/flow/config.mk WORK_HOME=/design/flow/orfs finish
```

## config.mk

```make
export PLATFORM = sky130hd
export DESIGN_NAME = menu
export DESIGN_NICKNAME = menu
export VERILOG_FILES = /design/flow/design.v
export SDC_FILE = /design/flow/constraint.sdc
export NUM_CORES = 4
export LEC_CHECK = 1
export CORE_UTILIZATION = 50
```

## constraint.sdc

```tcl
current_design menu

set clk_period 15.1
set clk_io_pct 0.2

create_clock -name clk0 -period $clk_period [get_ports {CLOCK}]

set non_clock_inputs [all_inputs -no_clocks]
set_input_delay [expr $clk_period * $clk_io_pct] -clock clk0 $non_clock_inputs
set_output_delay [expr $clk_period * $clk_io_pct] -clock clk0 [all_outputs]
```

## design.v

```verilog
`timescale 1ns / 1ps
parameter BLACK = 16'b0;
parameter WHITE = ~BLACK;
parameter LIGHT_YELLOW = 16'b11111_111111_10011;     
parameter YELLOW = 16'b11111_111111_01101;       
parameter DARK_YELLOW = 16'b11001_110011_00000;         
module menu(
    input [12:0] pixel_index,
    input CLOCK,
    btnU, btnD, btnR, btnL,
    output reg [15:0] oled_data,
    output reg [3:0] state = 0,
    input sw14
    );
    wire [7:0] x = pixel_index % 96;
    wire [7:0] y = pixel_index / 96;
    wire [15:0] menudisplay[0:8];
    wire menu, draw, watch, speed;
    wire onetimes, twotimes, halftimes;
    wire M, E, N, U;
    wire d1, r, a1, w1, w2, a2, t, c, h, s, p, e1, e2, d2, colon;
    wire one, times1, two, zero, point, five, times2;
    wire star1, star2, star3;
    wire star1_black, star1_lightyellow, star1_yellow, star1_darkyellow;
    wire star2_black, star2_lightyellow, star2_yellow, star2_darkyellow;
    wire star3_black, star3_lightyellow, star3_yellow, star3_darkyellow;  
    wire black, lightyellow, yellow, darkyellow;  
    assign menudisplay[0] = (menu || draw || watch || speed || onetimes || star1);
    assign menudisplay[1] = (menu || draw || watch || speed || twotimes || star1);
    assign menudisplay[2] = (menu || draw || watch || speed || halftimes || star1);
    assign menudisplay[3] = (menu || draw || watch || speed || onetimes || star2);
    assign menudisplay[4] = (menu || draw || watch || speed || twotimes || star2);
    assign menudisplay[5] = (menu || draw || watch || speed || halftimes || star2);
    assign menudisplay[6] = (menu || draw || watch || speed || onetimes || star3);
    assign menudisplay[7] = (menu || draw || watch || speed || twotimes || star3);
    assign menudisplay[8] = (menu || draw || watch || speed || halftimes || star3);
    assign black = (menu || draw || watch || speed || onetimes || star1_black || star2_black || star3_black ||
                    twotimes || halftimes);
    assign lightyellow = star1_lightyellow || star2_lightyellow || star3_lightyellow;
    assign yellow = star1_yellow || star2_yellow || star3_yellow;
    assign darkyellow = star1_darkyellow || star2_darkyellow || star3_darkyellow;                   
    assign star1 = star1_black || star1_lightyellow || star1_yellow || star1_darkyellow;
    assign star2 = star2_black || star2_lightyellow || star2_yellow || star2_darkyellow;
    assign star3 = star3_black || star3_lightyellow || star3_yellow || star3_darkyellow;
    assign menu = M || E || N || U;
    assign draw = (d1 || r || a1 || w1);
    assign watch = (w2 || a2 || t || c || h);
    assign speed = (s || p || e1 || e2 || d2 || colon);
    assign onetimes = (one || times1);
    assign twotimes = (two || times1);
    assign halftimes = (zero || point || five || times2);
    assign star1_black = (x >= 20 && x <= 21 && y == 25) || (x == 19 && y == 26) || (x == 22 && y == 26) ||
                         (x >= 17 && x <= 19 && y == 27) || (x >= 22 && x <= 24 && y == 27) ||
                         (x == 16 && y == 28) || (x == 17 && y == 29) || (x == 18 && y == 30) ||
                         (x == 25 && y == 28) || (x == 24 && y == 29) || (x == 23 && y == 30) || 
                         (x == 17 && y >= 31 && y <= 32) || (x == 24 && y >= 31 && y <= 32) || 
                         (x >= 18 && x <= 19 && y == 33) || (x >= 22 && x <= 23 && y == 33) ||
                         (x >= 20 && x <= 21 && y == 32);
    assign star1_lightyellow = (x >= 20 && x <= 21 && y >= 26 && y <= 27) || (x >= 17 && x <= 24 && y == 28) ||
                               (x >= 18 && x <= 20 && y == 29) || (x == 19 && y == 30) || (x == 18 && y == 31);
    assign star1_yellow = (x == 21 && y == 29) || (x == 20 && y == 30) || (x == 19 && y == 31) || (x == 18 && y == 32) ||
                          (x == 23 && y == 29) || (x == 22 && y == 30) || (x == 23 && y == 31);
    assign star1_darkyellow = (x == 22 && y == 29) || (x == 21 && y == 30) || (x == 19 && y == 32) || 
                              (x >= 20 && x <= 22 && y == 31) || (x >= 22 && x <= 23 && y == 32);
    assign star2_black = (x >= 16 && x <= 17 && y == 37) || (x == 15 && y == 38) || (x == 18 && y == 38) ||
                         (x >= 13 && x <= 15 && y == 39) || (x >= 18 && x <= 20 && y == 39) ||
                         (x == 12 && y == 40) || (x == 13 && y == 41) || (x == 14 && y == 42) ||
                         (x == 21 && y == 40) || (x == 20 && y == 41) || (x == 19 && y == 42) || 
                         (x == 13 && y >= 43 && y <= 44) || (x == 20 && y >= 43 && y <= 44) || 
                         (x >= 14 && x <= 15 && y == 45) || (x >= 18 && x <= 19 && y == 45) ||
                         (x >= 16 && x <= 17 && y == 44);
    assign star2_lightyellow = (x >= 16 && x <= 17 && y >= 38 && y <= 39) || (x >= 13 && x <= 20 && y == 40) ||
                               (x >= 14 && x <= 16 && y == 41) || (x == 15 && y == 42) || (x == 14 && y == 43);
    assign star2_yellow = (x == 17 && y == 41) || (x == 16 && y == 42) || (x == 15 && y == 43) || (x == 14 && y == 44) ||
                          (x == 19 && y == 41) || (x == 18 && y == 42) || (x == 19 && y == 43);
    assign star2_darkyellow = (x == 18 && y == 41) || (x == 17 && y == 42) || (x == 15 && y == 44) || 
                              (x >= 16 && x <= 18 && y == 43) || (x >= 18 && x <= 19 && y == 44);
    assign star3_black = (x >= 7 && x <= 8 && y == 49) || (x == 6 && y == 50) || (x == 9 && y == 50) ||
                         (x >= 4 && x <= 6 && y == 51) || (x >= 9 && x <= 11 && y == 51) ||
                         (x == 3 && y == 52) || (x == 4 && y == 53) || (x == 5 && y == 54) ||
                         (x == 12 && y == 52) || (x == 11 && y == 53) || (x == 10 && y == 54) || 
                         (x == 4 && y >= 55 && y <= 56) || (x == 11 && y >= 55 && y <= 56) || 
                         (x >= 5 && x <= 6 && y == 57) || (x >= 9 && x <= 10 && y == 57) ||
                         (x >= 7 && x <= 8 && y == 56);
    assign star3_lightyellow = (x >= 7 && x <= 8 && y >= 50 && y <= 51) || (x >= 4 && x <= 11 && y == 52) ||
                               (x >= 5 && x <= 7 && y == 53) || (x == 6 && y == 54) || (x == 5 && y == 55);
    assign star3_yellow = (x == 8 && y == 53) || (x == 7 && y == 54) || (x == 6 && y == 55) || (x == 5 && y == 56) ||
                          (x == 10 && y == 53) || (x == 9 && y == 54) || (x == 10 && y == 55);
    assign star3_darkyellow = (x == 9 && y == 53) || (x == 8 && y == 54) || (x == 6 && y == 56) || 
                              (x >= 7 && x <= 9 && y == 55) || (x >= 9 && x <= 10 && y == 56);
    wire menu_height;                          
    assign menu_height = (y >= 2 && y <= 17);
    assign M = (x >= 15 && x <= 18 && menu_height) || (x >= 27 && x <= 30 && menu_height) ||
                (x >= 19 && x <= 20 && y >= 4 && y <= 11) || (x >= 25 && x <= 26 && y >= 4 && y <= 11) || 
                (x >= 21 && x <= 24 && y >= 6 && y <= 13);
    assign E = (x >= 35 && x <= 38 && menu_height) || (x >= 39 && x <= 46 && y >= 2 && y <= 5) ||
               (x >= 39 && x <= 46 && y >= 14 && y <= 17) || (x >= 39 && x <= 44 && y >= 8 && y <= 11);
    assign N = (x >= 51 && x <= 54 && menu_height) || (x >= 61 && x <= 64 && menu_height) ||
               (x >= 55 && x <= 56 && y >= 4 && y <= 11) || (x >= 57 && x <= 58 && y >= 6 && y <= 13) || 
               (x >= 59 && x <= 60 && y >= 8 && y <= 13);
    assign U = (x >= 69 && x <= 72 && y >= 2 && y <= 15) || (x >= 77 && x <= 80 && y >= 2 && y <= 15) || 
               (x >= 71 && x <= 78 && y >= 12 && y <= 17);
    assign d1 = (x >= 32 && x <= 33 && y >= 26 && y <= 33) || (x >= 34 && x <= 36 && y >= 26 && y <= 27) || 
                (x >= 34 && x <= 35 && y >= 32 && y <= 33) || (x >= 36 && x <= 37 && y >= 27 && y <= 32);
    assign r = (x >= 40 && x <= 41 && y >= 26 && y <= 33) || (x >= 42 && x <= 44 && y >= 26 && y <= 27) || 
               (x >= 44 && x <= 45 && y >= 27 && y <= 29) || (x >= 42 && x <= 44 && y >= 30 && y <= 31) || 
               (x >= 44 && x <= 45 && y >= 31 && y <= 33);
    assign a1 = (x >= 48 && x <= 49 && y >= 28 && y <= 33) || (x >= 49 && x <= 52 && y == 27) || 
                (x >= 50 && x <= 51 && y == 26) || (x >= 52 && x <= 53 && y >= 28 && y <= 33) ||
                (x >= 50 && x <= 51 && y >= 30 && y <= 31);
    assign w1 = (x >= 56 && x <= 57 && y >= 26 && y <= 33) || (x >= 62 && x <= 63 && y >= 26 && y <= 33) || 
                (x == 58 && y >= 29 && y <= 32) || (x == 61 && y >= 29 && y <= 32) || 
                (x >= 59 && x <= 60 && y >= 27 && y <= 31);
    assign w2 = (x >= 28 && x <= 29 && y >= 38 && y <= 45) || (x >= 34 && x <= 35 && y >= 38 && y <= 45) || 
                (x == 30 && y >= 41 && y <= 44) || (x == 33 && y >= 41 && y <= 44) || 
                (x >= 31 && x <= 32 && y >= 39 && y <= 43);
    assign a2 = (x >= 38 && x <= 39 && y >= 40 && y <= 45) || (x >= 42 && x <= 43 && y >= 40 && y <= 45) ||
                (x >= 39 && x <= 42 && y == 39) || (x >= 40 && x <= 41 && y == 38) || (x >= 40 && x <= 41 && y >= 42 && y <= 43);
    assign t = (x >= 46 && x <= 51 && y >= 38 && y <= 39) || (x >= 47 && x <= 50 && y >= 44 && y <= 45) || (x >= 48 && x <= 49 && y >= 40 & y <= 43);
    assign c = (x >= 54 && x <= 55 && y >= 39 && y <= 44) || (x >= 55 && x <= 58 && y >= 38 && y <= 39) || 
               (x >= 58 && x <= 59 && y >= 39 && y <= 40) || (x >= 55 && x <= 58 && y >= 44 && y <= 45) || (x >= 58 && x <= 59 && y >= 43 && y <= 44);
    assign h = (x >= 62 && x <= 63 && y >= 38 && y <= 45) || (x >= 66 && x <= 67 && y >= 38 && y <= 45) ||
               (x >= 64 && x <= 65 && y >= 40 && y <= 41);
    assign s = (x >= 20 && x <= 24 && y >= 50 && y <= 51) || (x >= 19 && x <= 20 && y >= 51 && y <= 53) ||
               (x >= 20 && x <= 23 && y >= 53 && y <= 54) || (x >= 22 && x <= 24 && y >= 54 && y <= 56) || 
               (x >= 19 && x <= 23 && y >= 56 && y <= 57);
    assign p = (x >= 27 && x <= 28 && y >= 50 && y <= 57) || (x >= 29 && x <= 31 && y >= 50 && y <= 51) ||
               (x >= 29 && x <= 31 && y >= 54 && y <= 55) || (x >= 31 && x <= 32 && y >= 51 && y <= 53);
    assign e1 = (x >= 35 && x <= 36 && y >= 50 && y <= 57) || (x >= 37 && x <= 40 && y >= 50 && y <= 51) || 
                (x >= 37 && x <= 39 && y >= 53 && y <= 54) || (x >= 37 && x <= 40 && y >= 56 && y <= 57);
    assign e2 = (x >= 43 && x <= 44 && y >= 50 && y <= 57) || (x >= 45 && x <= 48 && y >= 50 && y <= 51) || 
                (x >= 45 && x <= 47 && y >= 53 && y <= 54) || (x >= 45 && x <= 48 && y >= 56 && y <= 57);
    assign d2 = (x >= 51 && x <= 52 && y >= 50 && y <= 57) || (x >= 53 && x <= 55 && y >= 50 && y <= 51) ||
                (x >= 55 && x <= 56 && y >= 51 && y <= 56) || (x >= 53 && x <= 54 && y >= 56 && y <= 57);
    assign colon = (x == 59 && y == 52) || (x == 59 && y == 55);
    assign one = (x == 66 && y >= 51 && y <= 56) || (x >= 64 && x <= 68 && y == 57) || (x == 65 && y == 52) ||
                 (x == 64 && y == 53);
    assign times1 = (x == 71 && (y == 53 || y == 57)) || (x == 75 && (y == 53 || y == 57)) || (x == 73 && y == 55) || 
                    (x == 72 && (y == 54 || y == 56)) || (x == 74 && (y == 54 || y == 56)) ;
    assign two = (x == 64 && y == 52) || (x >= 65 && x <= 67 && y == 51) || (x == 64 && y >= 56 && y <= 57) ||
                 (x >= 64 && x <= 68 && y == 57) || (x == 68 && y == 52) || (x == 67 && y == 53) || (x == 66 && y == 54) ||
                 (x == 65 && y == 55);
    assign zero = (x >= 65 && x <= 67 && y == 51) || (x >= 65 && x <= 67 && y == 57) ||
                  (x == 64 && y >= 52 && y <= 56) || (x == 68 && y >= 52 && y <= 56);
    assign point = (x == 70 && y == 57);
    assign five = (x >= 72 && x <= 76 && y == 51) || (x == 72 && y >= 52 && y <= 54) ||
                  (x >= 73 && x <= 75 && y == 54) || (x == 76 && y >= 55 && y <= 56) ||
                  (x >= 72 && x <= 75 && y == 57);
    assign times2 = (x == 79 && (y == 53 || y == 57)) || (x == 83 && (y == 53 || y == 57)) || (x == 81 && y == 55) || 
                    (x == 80 && (y == 54 || y == 56)) || (x == 82 && (y == 54 || y == 56));
    reg pressed = 0;
    reg [26:0] count = 0;
    always @(posedge CLOCK) begin
        if (sw14) begin
        end
        else begin
        if (pressed == 1) begin
            count <= (count == 24999999) ? 0 : count + 1;
            pressed <= (count == 24999999) ? 0 : 1;
        end
        if (btnU && state >= 3 && state <= 8 && pressed == 0) begin
            state <= state - 3;
            pressed <= 1;
        end
        else if (btnD && state >= 0 && state <= 5 && pressed == 0) begin
            state <= state + 3;
            pressed <= 1;
        end
        else if (btnR && state == 6 && pressed == 0) begin
            state <= 7;      
            pressed <= 1;
        end
        else if (btnR && state == 7 && pressed == 0) begin
            state <= 8;      
            pressed <= 1;
        end
        else if (btnR && state == 8 && pressed == 0) begin
            state <= 6;      
            pressed <= 1;
        end
        else if (btnL && state == 6 && pressed == 0) begin
            state <= 8;       
            pressed <= 1;
        end
        else if (btnL && state == 8 && pressed == 0) begin 
            state <= 7;      
            pressed <= 1;
        end
        else if (btnL && state == 7 && pressed == 0) begin 
            state <= 6;      
            pressed <= 1;
        end
        end
    end
    always @(*) begin
        if (menudisplay[state]) begin
            if (black)
                oled_data <= BLACK;
            else if (lightyellow)
                oled_data <= LIGHT_YELLOW;
            else if (yellow)
                oled_data <= YELLOW;
            else if (darkyellow)
                oled_data <= DARK_YELLOW;
        end
        else
            oled_data <= WHITE;
    end
endmodule
```

==> results.txt <==
run results: Worst slew margin ~23%, worst-margin pin slew roughly 1.2 ns, final setup fails 0, Post-Place Setup Slack between 1 and 1.5 ns, Max FO, Critical Path 27, final hold vios 0, PwrDens roughly 66 mW/mm^2, Yosys warnings 1, die height 118 um, CTS tree done, Area growth, synth to finish 8.50%, vias in the first global route 7763, crit-path leading delay family AND-OR/OR-AND gates, Pre-Place Util 51.0%, CP required between 10 and 15 ns, leading register cell type out of synthesis edfxtp_1, I/O Pins 39, initial antenna violation count 1, clock root cell clkbuf_16, GPL Wtd Cong roughly 1.1, starting DRC count in detailed routing approximately 1600, hold crit path type flip-flop to flip-flop, Setup CP Type input pin to primary output, die area between 0.01 and 0.015 mm^2, Routed WL per cell between 20 and 30 um, Post-CTS Setup Repair Bufs 0, clock buffer count from CTS 5, fin crit period about 14 ns, core area ~0.013 mm^2, endpoints left unconstrained 4, clk latency late pin ~0.28 ns, status complete, no violations, final clock skew between 0.003 and 0.004 ns, # DRC 0, final WL 29700 um, post-route setup slack around 0.94 ns, multi-input logic area around 0.0052 mm^2, Post-Synthesis Cells 992, clk slew on worst S/H paths 0.05 ns, total track usage between 40 and 50%, CP endpoint kind primary output, Leak between 2 and 2.5 nW, YS chip area 0.00673 mm^2, post-route setup TNS 0 ns, asr flop ratio synth 0%, global-route wire length before repair 45300 um, register pins left without a clock 4, CP max stage delay about 1 ns, mapped cell area between 0.006 and 0.007 mm^2, part of the cycle the worst path needs 93.8%, H-Tree Depth 2, max-cap viol count 0, Max VDD drop just over 60 uV, grt ovf 0, crit-path cells clkdlybuf4s50_1 > ha_1 > and3b_1 > a21oi_1 > o31ai_1 > a21o_1 > nand3_1 > nand3_1 > nand3_2 > a21oi_4 > nor2_1 > a222oi_1 > a21oi_1 > or4b_1 > a31o_1 > a31oi_1 > dlxtn_1 > clkdlybuf4s50_1, IO Port Bufs 38, RSZ-0062 raised after global routing no, via count 8642, Reg area roughly 0.0010 mm^2, cts hold-fix bufs 0, pin count of the biggest net entering global routing between 60 and 70, Die Wd between 100 and 150 um, Netlist cell types between 90 and 100, Slowest cell on crit path clkdlybuf4s50_1, Post-DRT Antenna Nets 0, number of fillers in the final layout about 1200, share of cells above drive strength 1 7.32%, Crit path buffers/inverters 2, post-cts sizing count 0, 1st-pass router iterations 6, syn_area_per_cell ~6.8 um^2, final core occ a little under three fifths, Startpoint Class input pin, Flops after synth 36, fin. max-slew vios 0, Arr. time, crit path roughly 11 ns, Tool Warnings 30, fmax around 70 MHz, Post-DP HPWL roughly 22000 um, Longest Clk Path Bufs 2, row count ~42, ys cells approximately 990, hold slack ~0.6 ns, Vias/cell 7.45, flip-flops with a built-in enable 32
-- per-layer routing --
layer  GRT usage, %  share of wire [%]  vias up
met5              0                  0        -
met4           18.2                5.9        0
met3           17.6                 15      173
met2           60.4                 40      717
met1           60.0                 39     3962
li1               -                  -     3790
-- logic make-up after synthesis --
logic type      Yosys count  synth area share [%]
fa+ha+maj                 7                  1.30
compound gates          329                  35.0
flops                    32                  14.3
latches                   4                 0.893
simple gates            468                  35.1
xor+xnor                 35                  4.56
mux                      10                  1.66
buf+inv                 106                  7.22
other cells               1                0.0558
-- worst paths after layout --
kind	startpoint	end	slack, ns	cells after the start
setup reg to reg	count[0]	count[22]	12.45	8
hold / removal	count[26]	count[26]	0.60	1
hold reg to reg	count[26]	count[26]	0.60	1
setup / recovery	pixel_index[11]	oled_data[6]	0.94	18
-- placed cells by master, fill, tap and decap left out, types with 12 or more instances in the layout --
cell type        Yosys  final
xnor2_1             20     20
nor3_1              50     49
o31ai_1             12     12
nand2_1            116    116
a31oi_1             21     21
nand4_1             19     19
nor4_1              19     19
a32oi_1             13     13
nand3_1             59     59
and3_1              18     18
buf_4               16     24
o211ai_1            19     19
inv_1               23     23
edfxtp_1            32     32
nor2_1             106    104
a21oi_1             70     70
o21ai_0             54     54
xor2_1              15     15
clkdlybuf4s50_1      0     37
nand2b_1            12     12
-- through the flow --
stage	area [um^2]	power [mW]	instances
after floorplan	6740	0.276	995
after global placement	7130	0.358	1151
after detailed placement	7130	0.358	1151
after CTS	7300	0.470	1159
after global routing	7300	0.500	1159
final	7300	0.484	1160
-- flip-flops by register name, summed over array words and instances (netlist names) --
name / flops
count: 27
state: 4
oled_data: 4
pressed: 1
-- synth_stat cells (13+ instances only) --
master,count,area (um^2)
o211ai_1,19,143
a31oi_1,21,131
nor3_1,50,250
nand4_1,19,119
edfxtp_1,32,961
a32oi_1,13,114
nor2_1,106,398
clkbuf_1,48,180
xor2_1,15,131
nand3_1,59,295
inv_1,23,86.3
o21ai_0,54,270
nand2_1,116,435
a21oi_1,70,350
nor4_1,19,119
and3_1,18,113
xnor2_1,20,175
buf_4,16,120
-- final cells by class --
type / instances / area share, %
Antenna cell: 1 / 0.0343
Clock buffer: 5 / 1.71
Clock inverter: 3 / 0.583
Inverter: 24 / 1.23
Multi-Input combinational cell: 853 / 71.8
Sequential cell: 36 / 14.0
Tap cell: 176 / 3.02
Timing Repair Buffer: 62 / 7.61
-- where the power goes --
group	total [mW]	switching [mW]	internal (mW)	leakage [nW]
Sequential	0.113	0.00634	0.107	0.334
Combinational	0.258	0.177	0.0807	2.00
Clock	0.114	0.0365	0.0774	0.0798
Power figures rest on the tool's default switching activity, not on a simulated workload.

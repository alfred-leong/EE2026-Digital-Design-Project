**flow/design.v**
```verilog
module Oled_Display(clk, reset, frame_begin, sending_pixels,
  sample_pixel, pixel_index, pixel_data, cs, sdin, sclk, d_cn, resn, vccen,
  pmoden,teststate);
localparam Width = 96;
localparam Height = 64;
localparam PixelCount = Width * Height;
localparam PixelCountWidth = $clog2(PixelCount);
parameter ClkFreq = 6250000;  
input clk, reset;
output frame_begin, sending_pixels, sample_pixel;
output [PixelCountWidth-1:0] pixel_index;
input [15:0] pixel_data;
output cs, sdin, sclk, d_cn, resn, vccen, pmoden;
output [4:0] teststate;
localparam FrameFreq = 60;
localparam FrameDiv = ClkFreq / FrameFreq;
localparam FrameDivWidth = $clog2(FrameDiv);
reg [FrameDivWidth-1:0] frame_counter;
assign frame_begin = frame_counter == 0;
localparam PowerDelay = 20;  
localparam ResetDelay = 3;  
localparam VccEnDelay = 20;  
localparam StartupCompleteDelay = 100;  
localparam MaxDelay = StartupCompleteDelay;
localparam MaxDelayCount = (ClkFreq * MaxDelay) / 1000;
reg [$clog2(MaxDelayCount)-1:0] delay;
localparam StateCount = 32;
localparam StateWidth = $clog2(StateCount);
localparam PowerUp = 5'b00000;
localparam Reset = 5'b00001;
localparam ReleaseReset = 5'b00011;
localparam EnableDriver = 5'b00010;
localparam DisplayOff = 5'b00110;
localparam SetRemapDisplayFormat = 5'b00111;
localparam SetStartLine = 5'b00101;
localparam SetOffset = 5'b00100;
localparam SetNormalDisplay = 5'b01100;
localparam SetMultiplexRatio = 5'b01101;
localparam SetMasterConfiguration = 5'b01111;
localparam DisablePowerSave = 5'b01110;
localparam SetPhaseAdjust = 5'b01010;
localparam SetDisplayClock = 5'b01011;
localparam SetSecondPrechargeA = 5'b01001;
localparam SetSecondPrechargeB = 5'b01000;
localparam SetSecondPrechargeC = 5'b11000;
localparam SetPrechargeLevel = 5'b11001;
localparam SetVCOMH = 5'b11011;
localparam SetMasterCurrent = 5'b11010;
localparam SetContrastA = 5'b11110;
localparam SetContrastB = 5'b11111;
localparam SetContrastC = 5'b11101;
localparam DisableScrolling = 5'b11100;
localparam ClearScreen = 5'b10100;
localparam VccEn = 5'b10101;
localparam DisplayOn = 5'b10111;
localparam PrepareNextFrame = 5'b10110;
localparam SetColAddress = 5'b10010;
localparam SetRowAddress = 5'b10011;
localparam WaitNextFrame = 5'b10001;
localparam SendPixel = 5'b10000;
assign sending_pixels = state == SendPixel;
assign resn = state != Reset;
assign d_cn = sending_pixels;
assign vccen = state == VccEn || state == DisplayOn ||
  state == PrepareNextFrame || state == SetColAddress ||
  state == SetRowAddress || state == WaitNextFrame || state == SendPixel;
assign pmoden = !reset;
reg [15:0] color;
reg [StateWidth-1:0] state;
wire [StateWidth-1:0] next_state = fsm_next_state(state, frame_begin, pixel_index);
function [StateWidth-1:0] fsm_next_state;
  input [StateWidth-1:0] state;
  input frame_begin;
  input [PixelCountWidth-1:0] pixels_remain;
  case (state)
    PowerUp: fsm_next_state = Reset;
    Reset: fsm_next_state = ReleaseReset;
    ReleaseReset: fsm_next_state = EnableDriver;
    EnableDriver: fsm_next_state = DisplayOff;
    DisplayOff: fsm_next_state = SetRemapDisplayFormat;
    SetRemapDisplayFormat: fsm_next_state = SetStartLine;
    SetStartLine: fsm_next_state = SetOffset;
    SetOffset: fsm_next_state = SetNormalDisplay;
    SetNormalDisplay: fsm_next_state = SetMultiplexRatio;
    SetMultiplexRatio: fsm_next_state = SetMasterConfiguration;
    SetMasterConfiguration: fsm_next_state = DisablePowerSave;
    DisablePowerSave: fsm_next_state = SetPhaseAdjust;
    SetPhaseAdjust: fsm_next_state = SetDisplayClock;
    SetDisplayClock: fsm_next_state = SetSecondPrechargeA;
    SetSecondPrechargeA: fsm_next_state = SetSecondPrechargeB;
    SetSecondPrechargeB: fsm_next_state = SetSecondPrechargeC;
    SetSecondPrechargeC: fsm_next_state = SetPrechargeLevel;
    SetPrechargeLevel: fsm_next_state = SetVCOMH;
    SetVCOMH: fsm_next_state = SetMasterCurrent;
    SetMasterCurrent: fsm_next_state = SetContrastA;
    SetContrastA: fsm_next_state = SetContrastB;
    SetContrastB: fsm_next_state = SetContrastC;
    SetContrastC: fsm_next_state = DisableScrolling;
    DisableScrolling: fsm_next_state = ClearScreen;
    ClearScreen: fsm_next_state = VccEn;
    VccEn: fsm_next_state = DisplayOn;
    DisplayOn: fsm_next_state = PrepareNextFrame;
    PrepareNextFrame: fsm_next_state = SetColAddress;
    SetColAddress: fsm_next_state = SetRowAddress;
    SetRowAddress: fsm_next_state = WaitNextFrame;
    WaitNextFrame: fsm_next_state = frame_begin ? SendPixel : WaitNextFrame;
    SendPixel: fsm_next_state = (pixel_index == PixelCount-1) ?
      PrepareNextFrame : SendPixel;
    default: fsm_next_state = PowerUp;
  endcase
endfunction
assign teststate=state;
localparam SpiCommandMaxWidth = 40;
localparam SpiCommandBitCountWidth = $clog2(SpiCommandMaxWidth);
reg [SpiCommandBitCountWidth-1:0] spi_word_bit_count;
reg [SpiCommandMaxWidth-1:0] spi_word;
wire spi_busy = spi_word_bit_count != 0;
assign cs = !spi_busy;
assign sclk = clk | !spi_busy;
assign sdin = spi_word[SpiCommandMaxWidth-1] & spi_busy;
assign sample_pixel = (state == WaitNextFrame && frame_begin) ||
  (sending_pixels && frame_counter[3:0] == 0);
assign pixel_index = sending_pixels ?
  frame_counter[FrameDivWidth-1:$clog2(16)] : 0;
always @(negedge clk) begin
  if (reset) begin
    frame_counter <= 0;
    delay <= 0;
    state <= 0;
    spi_word <= 0;
    spi_word_bit_count <= 0;
  end else begin
    frame_counter <= (frame_counter == FrameDiv-1) ? 0 : frame_counter + 1;
    if (spi_word_bit_count > 1) begin
      spi_word_bit_count <= spi_word_bit_count - 1;
      spi_word <= {spi_word[SpiCommandMaxWidth-2:0], 1'b0};
    end else if (delay != 0) begin
      spi_word <= 0;
      spi_word_bit_count <= 0;
      delay <= delay - 1;
    end else begin
      state <= next_state;
      case (next_state)
        PowerUp: begin
          spi_word <= 0;
          spi_word_bit_count <= 0;
          delay <= (ClkFreq * PowerDelay) / 1000;
        end
        Reset: begin
          spi_word <= 0;
          spi_word_bit_count <= 0;
          delay <= (ClkFreq * ResetDelay) / 1000;
        end
        ReleaseReset: begin
          spi_word <= 0;
          spi_word_bit_count <= 0;
          delay <= (ClkFreq * ResetDelay) / 1000;
        end
        EnableDriver: begin
          spi_word <= {16'hFD12, {SpiCommandMaxWidth-16{1'b0}}};
          spi_word_bit_count <= 16;
          delay <= 1;
        end
        DisplayOff: begin
          spi_word <= {8'hAE, {SpiCommandMaxWidth-8{1'b0}}};
          spi_word_bit_count <= 8;
          delay <= 1;
        end
        SetRemapDisplayFormat: begin
          spi_word <= {16'hA072, {SpiCommandMaxWidth-16{1'b0}}};
          spi_word_bit_count <= 16;
          delay <= 1;
        end
        SetStartLine: begin
          spi_word <= {16'hA100, {SpiCommandMaxWidth-16{1'b0}}};
          spi_word_bit_count <= 16;
          delay <= 1;
        end
        SetOffset: begin
          spi_word <= {16'hA200, {SpiCommandMaxWidth-16{1'b0}}};
          spi_word_bit_count <= 16;
          delay <= 1;
        end
        SetNormalDisplay: begin
          spi_word <= {8'hA4, {SpiCommandMaxWidth-8{1'b0}}};
          spi_word_bit_count <= 8;
          delay <= 1;
        end
        SetMultiplexRatio: begin
          spi_word <= {16'hA83F, {SpiCommandMaxWidth-16{1'b0}}};
          spi_word_bit_count <= 16;
          delay <= 1;
        end
        SetMasterConfiguration: begin
          spi_word <= {16'hAD8E, {SpiCommandMaxWidth-16{1'b0}}};
          spi_word_bit_count <= 16;
          delay <= 1;
        end
        DisablePowerSave: begin
          spi_word <= {16'hB00B, {SpiCommandMaxWidth-16{1'b0}}};
          spi_word_bit_count <= 16;
          delay <= 1;
        end
        SetPhaseAdjust: begin
          spi_word <= {16'hB131, {SpiCommandMaxWidth-16{1'b0}}};
          spi_word_bit_count <= 16;
          delay <= 1;
        end
        SetDisplayClock: begin
          spi_word <= {16'hB3F0, {SpiCommandMaxWidth-16{1'b0}}};
          spi_word_bit_count <= 16;
          delay <= 1;
        end
        SetSecondPrechargeA: begin
          spi_word <= {16'h8A64, {SpiCommandMaxWidth-16{1'b0}}};
          spi_word_bit_count <= 16;
          delay <= 1;
        end
        SetSecondPrechargeB: begin
          spi_word <= {16'h8B78, {SpiCommandMaxWidth-16{1'b0}}};
          spi_word_bit_count <= 16;
          delay <= 1;
        end
        SetSecondPrechargeC: begin
          spi_word <= {16'h8C64, {SpiCommandMaxWidth-16{1'b0}}};
          spi_word_bit_count <= 16;
          delay <= 1;
        end
        SetPrechargeLevel: begin
          spi_word <= {16'hBB3A, {SpiCommandMaxWidth-16{1'b0}}};
          spi_word_bit_count <= 16;
          delay <= 1;
        end
        SetVCOMH: begin
          spi_word <= {16'hBE3E, {SpiCommandMaxWidth-16{1'b0}}};
          spi_word_bit_count <= 16;
          delay <= 1;
        end
        SetMasterCurrent: begin
          spi_word <= {16'h8706, {SpiCommandMaxWidth-16{1'b0}}};
          spi_word_bit_count <= 16;
          delay <= 1;
        end
        SetContrastA: begin
          spi_word <= {16'h8191, {SpiCommandMaxWidth-16{1'b0}}};
          spi_word_bit_count <= 16;
          delay <= 1;
        end
        SetContrastB: begin
          spi_word <= {16'h8250, {SpiCommandMaxWidth-16{1'b0}}};
          spi_word_bit_count <= 16;
          delay <= 1;
        end
        SetContrastC: begin
          spi_word <= {16'h837D, {SpiCommandMaxWidth-16{1'b0}}};
          spi_word_bit_count <= 16;
          delay <= 1;
        end
        DisableScrolling: begin
          spi_word <= {8'h25, {SpiCommandMaxWidth-8{1'b0}}};
          spi_word_bit_count <= 8;
          delay <= 1;
        end
        ClearScreen: begin
          spi_word <= {40'h2500005F3F, {SpiCommandMaxWidth-40{1'b0}}};
          spi_word_bit_count <= 40;
          delay <= 1;
        end
        VccEn: begin
          spi_word <= 0;
          spi_word_bit_count <= 0;
          delay <= (ClkFreq * VccEnDelay) / 1000;
        end
        DisplayOn: begin
          spi_word <= {8'hAF, {SpiCommandMaxWidth-8{1'b0}}};
          spi_word_bit_count <= 8;
          delay <= (ClkFreq * StartupCompleteDelay) / 1000;
        end
        PrepareNextFrame: begin
          spi_word <= 0;
          spi_word_bit_count <= 0;
          delay <= 1;
        end
        SetColAddress: begin
          spi_word <= {24'h15005F, {SpiCommandMaxWidth-24{1'b0}}};
          spi_word_bit_count <= 24;
          delay <= 1;
        end
        SetRowAddress: begin
          spi_word <= {24'h75003F, {SpiCommandMaxWidth-24{1'b0}}};
          spi_word_bit_count <= 24;
          delay <= 1;
        end
        WaitNextFrame: begin
          spi_word <= 0;
          spi_word_bit_count <= 0;
          delay <= 0;
        end
        SendPixel: begin
          spi_word <= {pixel_data, {SpiCommandMaxWidth-16{1'b0}}};
          spi_word_bit_count <= 16;
          delay <= 0;
        end
        default: begin
          spi_word <= 0;
          spi_word_bit_count <= 0;
          delay <= 0;
        end
      endcase
    end
  end
end
endmodule
```
**flow/run.sh**
```bash
#!/bin/bash
# OpenROAD 26Q1-2900-gdf79404cd8, Yosys 0.63+post, stock flow scripts
make -C /OpenROAD-flow-scripts/flow DESIGN_CONFIG=/design/flow/config.mk WORK_HOME=/design/flow/orfs finish
```
**flow/config.mk**
```make
export PLATFORM = sky130hd
export DESIGN_NAME = Oled_Display
export DESIGN_NICKNAME = Oled_Display
export VERILOG_FILES = /design/flow/design.v
export SDC_FILE = /design/flow/constraint.sdc
export NUM_CORES = 4
export LEC_CHECK = 1
export CORE_UTILIZATION = 50
```
**flow/constraint.sdc**
```tcl
current_design Oled_Display

set clk_period 9.2
set clk_io_pct 0.2

create_clock -name clk0 -period $clk_period [get_ports {clk}]

set non_clock_inputs [all_inputs -no_clocks]
set_input_delay [expr $clk_period * $clk_io_pct] -clock clk0 $non_clock_inputs
set_output_delay [expr $clk_period * $clk_io_pct] -clock clk0 [all_outputs]
```
==> impl_metrics.env <==
# physical design summary
export IMPL_ctsLongestPathBuffers=2
export IMPL_finalSetupViolations=0
export IMPL_chipArea_um2=10200
export IMPL_pwr_share_comb=0.407
export IMPL_gr_total_overflow=0
export IMPL_reg2reg_depth=8
export IMPL_warnings=122
export IMPL_netlist_instances=617
export IMPL_worst_path_buf_inv=2
export IMPL_switching_share=0.463
export IMPL_vias=4979
export IMPL_path_clk_slew_ps=40
export IMPL_cp_max_fo=6
export IMPL_crit_path_top_delay_cell="or4b_1"
export IMPL_ys_warn_count=1
export IMPL_run_status="finished, final reports clean"
export IMPL_final_max_slew_viol_count=0
export IMPL_synth_area_per_cell_um2=7.97
export IMPL_insertion_delay_ps=430
export IMPL_critPathMaxStageDelay_ps=480
export IMPL_die_w_um=101
export IMPL_ys_cells=617
export IMPL_drt_total_wl_um=14300
export IMPL_numPortBuffers=45
export IMPL_path_class="flop to primary output"
export IMPL_grt_pass1_vias=4800
export IMPL_r2r_start="state[4]"
export IMPL_grt_pass1_wl_um=22800
export IMPL_cts_tree="done"
export IMPL_antenna_found_initial=0
export IMPL_crit_family="simple AND/OR/NAND/NOR gates"
export IMPL_totalNegativeSetupSlack_ps=0
export IMPL_final_antenna_net_count=0
export IMPL_cp_data_arrival_time_ps=7040
export IMPL_cts_buffers=9
export IMPL_vias_per_cell=5.72
export IMPL_cts_repair_resized=0
export IMPL_grt_max_degree=40
export IMPL_reg2reg_slack_ps=5810
export IMPL_finish_utilization=0.638
export IMPL_postSynthSeqShare=0.358
export IMPL_drc=0
export IMPL_grt_usage=0.294
export IMPL_endpoint_kind="primary output"
export IMPL_p_leak_nw=2.79
export IMPL_synth_edff_count=0
export IMPL_p_seq_frac=0.311
export IMPL_regToRegEndpoint="delay[2]"
export IMPL_syn2layout_area_growth_pct=21.7
export IMPL_cellPowerDensity_nw_per_um2=260
export IMPL_hold_path_class="flop to flop"
export IMPL_crit_cells=7
export IMPL_synth_distinct_cells=78
export IMPL_rsz0062_at_grt="false"
export IMPL_cts_hold_buf=0
export IMPL_drt_pass1_iter_count=5
export IMPL_worstSetupEndpoint="sample_pixel"
export IMPL_htree_levels=3
export IMPL_async_flop_share=0
export IMPL_skew_ps=24.8
export IMPL_p_clk_frac=0.281
export IMPL_p_sw_mw=0.719
export IMPL_cts_root_buf="clkbuf_8"
export IMPL_core_area_um2=9370
export IMPL_floorplan_core_util=0.524
export IMPL_power_internal_mw=0.835
export IMPL_cp_startpoint="frame_counter[0]"
export IMPL_hold_viol_final=0
export IMPL_routabilityCongestion=1.01
export IMPL_relSlewSlack=0.399
export IMPL_yosys_area_um2=4910
export IMPL_netlist_area_um2=4910
export IMPL_ios=46
export IMPL_post_cts_buffers=0
export IMPL_final_layout_size_suffix_gt1_frac=0.0783
export IMPL_wl_per_cell_um=16.5
export IMPL_ir_drop_mv=0.140
export IMPL_tightest_slew_ps=901
export IMPL_critical_path_cell_chain="inv_1, ha_1, or4b_1, nor4_4, nand3_1, nand2_1, clkdlybuf4s50_1"
export IMPL_rows=35
export IMPL_antenna_cells=0
export IMPL_cap_violations=0
export IMPL_synth_seq_cells=88
export IMPL_start_kind="flop"
export IMPL_dp_hpwl_um=9950
export IMPL_synthFlopType="dfxtp_1"
export IMPL_die_h_um=101
export IMPL_first_iter_violations=328
export IMPL_required_ps=7360
==> layout by cell type (no fill, tap or decap), types with 3 or more instances in the layout <==
cell type / instances
a22o_1: 14
a31o_2: 3
ha_1: 7
or4_4: 3
o22ai_1: 8
nand4_1: 15
o21ai_1: 5
nor2b_1: 4
nor3_1: 19
a221oi_1: 5
a21o_1: 19
a31oi_1: 3
nor3b_1: 3
nand3_1: 21
nand2b_1: 9
xnor2_1: 12
nor4_1: 5
a21oi_1: 38
xor2_1: 12
clkdlybuf4s50_1: 45
nand2_1: 74
nor2_1: 60
inv_1: 104
o41ai_1: 3
dfxtp_1: 88
and2_1: 5
clkbuf_8: 9
o21ai_0: 34
inv_8: 3
buf_4: 18
and3_1: 20
a22oi_1: 3
or3_1: 10
==> synthesized netlist by cell type (7+ instances only) <==
master / number / area [um^2]
nand3_1: 21 / 105
nor3_1: 19 / 95.1
or3_1: 10 / 62.6
nor2_1: 61 / 229
o22ai_1: 8 / 50.1
clkbuf_1: 27 / 101
dfxtp_1: 88 / 1760
buf_2: 9 / 45.0
a21oi_1: 38 / 190
xnor2_1: 12 / 105
o21ai_0: 34 / 170
nand4_1: 15 / 93.8
a21o_1: 19 / 143
ha_1: 7 / 87.6
nand2b_1: 9 / 56.3
inv_1: 16 / 60.1
xor2_1: 12 / 105
and3_1: 20 / 125
nand2_1: 74 / 278
a22o_1: 14 / 123
==> state kept, by name, summed over array words and instances (netlist names) <==
signal,cells
delay,20
frame_counter,17
spi_word_bit_count,6
state,5
spi_word,40
==> per-stage QoR <==
| step | power [mW] | cells | worst slack (ps) | hold WS (ps) | cell area [um^2] |
|---|---|---|---|---|---|
| 6_report | 1.55 | 870 | 321 | 414 | 5980 |
| 2_1_floorplan | 0.993 | 617 | 1360 | 400 | 4910 |
| 4_1_cts | 1.56 | 870 | 304 | 410 | 5980 |
| 3_5_place_dp | 1.18 | 766 | 607 | 410 | 5460 |
| 5_1_grt | 1.69 | 870 | 199 | 428 | 5980 |
| 3_3_place_gp | 1.17 | 766 | 673 | 405 | 5460 |
==> per-layer routing <==
metal | share of wire | vias up | GRT usage
met4 | 0.020 | 0 | 0.101
met5 | 0 | - | 0
met2 | 0.44 | 184 | 0.424
li1 | - | 2471 | -
met1 | 0.47 | 2294 | 0.432
met3 | 0.068 | 30 | 0.0861
==> worst reg2reg max path: stages (launching register included) <==
cell      delay [ps]
dfxtp_1          330
buf_4            370
xor3_1           560
a21o_1           210
o21a_1           340
a211oi_2         480
nand2_1          470
nand4_1          370
o21ai_0          120
==> worst min path at each step <==
stage	cells after the start	slack [ps]	startpoint	to
after CTS	1	410	spi_word[35]	spi_word[36]
after global routing	1	430	spi_word[9]	spi_word[10]
final	1	410	spi_word[2]	spi_word[3]
==> power groups by stage <==
stage | logic [mW] | registers, mW | clock network (mW)
4_1_cts | 0.626 | 0.483 | 0.454
5_1_grt | 0.705 | 0.490 | 0.498
6_report | 0.633 | 0.484 | 0.437
==> cell type report <==
| class | count | area [um^2] |
|---|---|---|
| clock buffers | 10 | 134 |
| clock inverters | 96 | 405 |
| fillers | 825 | 3390 |
| inverters | 15 | 56.3 |
| multi-input cells | 470 | 2890 |
| flip-flops and latches | 88 | 1760 |
| well taps | 129 | 161 |
| repair buffers | 62 | 576 |
==> kinds of logic after synthesis <==
family                     after synthesis  share of synthesized area
AOI/OAI and AO/OA                      166                      0.233
buffers and inverters                   59                     0.0542
DFF                                     88                      0.358
xor gates and xnor gates                25                     0.0476
and+or+nand+nor                        271                      0.287
muxes                                    1                    0.00204
adders and majority gates                7                     0.0178
No activity file was given, so power comes from the tool's default toggle rates.
